### ./design.v
module alu (
    input rst,
    input clk,
    input        sign,
    input  [3:0] op,
    input  [3:0] data1,
    input  [3:0] data2,
    output reg [7:0] o,  
    output reg       busy
);
    reg reg_busy;
    reg [9:0] reg_o;
    reg [2:0] reg_calc_cnt;
    reg [4:0] M, M_comp;
    reg [1:0] reg_state;
    reg [7:0] reg_data1_ext;
    reg [7:0] reg_data2_ext;
    always @(posedge clk) begin 
        if (rst) begin
            reg_busy <= 1'b0;
            reg_o <= 10'd0;
            reg_calc_cnt <= 3'd0;
            reg_state <= 2'd0;
            {M, M_comp} <= {5'd0, 5'd0};
        end
        case (op)
            4'b1000: begin
                reg_o[4:0] <= data1 + data2;
            end 
            4'b0100: begin
                reg_o[4:0] <= data1 - data2;
            end
            4'b0010: begin
                case (reg_state)
                    2'd0: begin
                        {M, M_comp} <= {{data1[3], data1}, ~{data1[3], data1} + 1'b1};
                        reg_o <= {5'd0, data2, 1'b0};
                        reg_state <= reg_state + 1'b1;
                        reg_calc_cnt <=  3'd0;
                        reg_busy <= 1'b1;
                    end 
                    2'd1: begin
                        if (reg_calc_cnt == 3'd4) begin
                            reg_busy <= 1'b0;
                            reg_o <= {reg_o[9], reg_o[9:1]};
                            reg_state <= reg_state - 1'd1;
                        end
                        else if(reg_o[1:0] == 2'b01) begin
                            reg_o <= {reg_o[9:5] + M, reg_o[4:0]};
                            reg_state <= reg_state + 1'd1;
                        end
                        else if(reg_o[1:0] == 2'b10) begin
                            reg_o <= {reg_o[9:5] + M_comp, reg_o[4:0]};
                            reg_state <= reg_state + 1'd1;
                        end
                        else begin
                            reg_state <= reg_state + 1'd1;
                        end
                    end
                    2'd2: begin
                        reg_o <= {reg_o[9], reg_o[9:1]};
                        reg_calc_cnt <= reg_calc_cnt + 1'd1;
                        reg_state <= reg_state - 1'd1;
                    end
                    2'd3: begin
                        reg_state <= 2'd0;
                    end 
                endcase
            end
            4'b0001: begin
                case(reg_state)
                    2'd0: begin
                        reg_o <= 10'd0;
                        if (sign && data1[3]) begin
                            reg_data1_ext <= {4'd0, ~data1 + 1'b1};
                        end
                        else begin
                            reg_data1_ext <= {4'd0, data1};
                        end
                        if (sign && data2[3]) begin
                            reg_data2_ext <= {~data2 + 1'b1, 4'd0};
                        end
                        else begin
                            reg_data2_ext <= {data2, 4'd0};
                        end
                        reg_busy <= 1'b1;
                        reg_calc_cnt <= 3'd0;
                        if (data2 == 0) begin
                            reg_state <= reg_state + 2'd3;
                        end else begin
                            reg_state <= reg_state + 1'b1;
                        end
                    end
                    2'd1: begin
                        if (reg_calc_cnt == 3'd4) begin
                            if (sign && (data1[3] ^ data2[3])) begin
                                reg_o[7:4] <=  ~reg_o[3:0] + 1'b1;
                            end else begin
                                reg_o[7:4] <=  reg_o[3:0];
                            end
                            if (sign && (data1[3] ^ reg_data1_ext[7])) begin
                                reg_o[3:0] <= ~reg_data1_ext[7:4]+1'b1;
                            end else begin
                                reg_o[3:0] <= reg_data1_ext[7:4];
                            end
                            reg_o[9:8] <= 2'd0;
                            reg_busy <= 1'b0;
                            reg_calc_cnt <= 3'd0;
                            reg_state <= 2'd0;
                        end
                        else begin
                            reg_data1_ext <= {reg_data1_ext[6:0], 1'b0};
                            reg_o <= {reg_o[8:0], 1'b0};
                            reg_state <= reg_state + 1'b1;
                        end
                    end
                    2'd2: begin
                        if (reg_data1_ext >= reg_data2_ext) begin
                            reg_data1_ext <= reg_data1_ext - reg_data2_ext;
                            reg_o[0] <= 1'b1;
                            reg_calc_cnt <= reg_calc_cnt + 1'b1;
                            reg_state <= reg_state - 1'b1;
                        end
                        else begin
                            reg_data1_ext <= reg_data1_ext;
                            reg_o[0] <= 1'b0;
                            reg_calc_cnt <= reg_calc_cnt + 1'b1;
                            reg_state <= reg_state - 1'b1;
                        end
                    end
                    2'd3: begin
                        reg_o <= 10'd0;
                        reg_busy <= 1'b0;
                        reg_calc_cnt <= 3'd0;
                        reg_state <= 2'd0;
                    end
                endcase
            end
            default: begin
            end 
        endcase
    end
    assign busy = reg_busy;
    assign o = reg_o[7:0];
endmodule
module top (
    input clk,
    input rst,
    input [3:0] a,
    input [3:0] b,
    input [3:0] op,
    output [7:0] o,
    output wire busy
);
    alu alu_t(
        .clk(clk),
        .rst(rst),
        .sign(1),
        .data1 (a),
        .data2 (b),
        .op(op),
        .busy(busy),
        .o(o)
    );
endmodule
### ./run.sh
#!/bin/bash
# OpenROAD 26Q1-2900-gdf79404cd8, Yosys 0.63+post, stock flow scripts
make -C /OpenROAD-flow-scripts/flow DESIGN_CONFIG=/design/flow/config.mk WORK_HOME=/design/flow/orfs finish
### ./config.mk
export PLATFORM = sky130hd
export DESIGN_NAME = top
export DESIGN_NICKNAME = top
export VERILOG_FILES = /design/flow/design.v
export SDC_FILE = /design/flow/constraint.sdc
export NUM_CORES = 4
export LEC_CHECK = 1
export CORE_UTILIZATION = 40
### ./constraint.sdc
current_design top

set clk_period 3.1
set clk_io_pct 0.2

create_clock -name clk0 -period $clk_period [get_ports {clk}]

set non_clock_inputs [all_inputs -no_clocks]
set_input_delay [expr $clk_period * $clk_io_pct] -clock clk0 $non_clock_inputs
set_output_delay [expr $clk_period * $clk_io_pct] -clock clk0 [all_outputs]
==> flow_summary.yaml <==
# flow metrics
status:
  status: "finished, final reports clean"
die:
  fp.dieW_um: 93.5
  num_rows: 33
  initial_utilization: 0.410
  die_y_um: 93.5
  core_um2: 8180
  dieArea_um2: 8750
  io_pins: 23
final_timing:
  fin_ws_ns: 0.553
  fmax_mhz: 393
  setup_tns_ns: 0
  drv_slew: 0
  fin_crit_ns: 2.55
  setup_viol: 0
  skew_ns: 0.00443
  period_used_share: 0.822
  timing_worst_slew_pin_value_ns: 0.733
  rsz0062_at_grt: "false"
  relSlewSlack: 0.511
  hold_viol: 0
drt:
  drtPass1Iterations: 4
  num_vias: 2828
  avgRoutedWirePerCell_um: 16.6
  drcViolationCount: 0
  wirelength_mm: 8.30
  drt_iter0_drc: 177
  ant_nets: 0
  diodes: 0
  vias_per_cell: 5.66
synth:
  syn_area_um2: 3350
  top_area_frac: 0.179
  numSynthFlops: 38
  synthArstFlopShare: 0
  syn_inst: 378
  synth.most_common_cell: "ha_1"
  synth-edff-count: 20
  yosys-stat-area_um2: 3350
  top_cells_by_area: "edfxtp_1 (18%), ha_1 (13%), dfxtp_1 (11%)"
  syn_area_per_cell_um2: 8.86
  yosys-stat-cells: 378
  top_cells_by_count: "ha_1 (35), nand2_1 (33), o21ai_0 (27)"
  ys_seq_frac: 0.287
  yosysWarnings: 4
  ys_types: 59
  largest_area_cell: "edfxtp_1"
  ys.flop_type: "edfxtp_1"
worst_setup_path:
  path_max_fanout: 6
  cpMostUsedCell: "inv_1"
  worstPathArrival_ns: 2.58
  required_ns: 3.13
  cp_slowest_cell: "clkdlybuf4s50_1"
  cp-start-kind: "primary input"
  slowest_delay_ns: 0.58
  ff2ff_path_depth: 7
  critPathCaptureType: "flip-flop"
  path_cells: "clkdlybuf4s50_1, inv_1, ha_1, inv_1, a221oi_1, xor2_1, a22oi_1, nand4_1"
  critPathKind: "in2reg"
min_path:
  min_path_type: "reg2reg"
  holdPathStages: 2
job:
  cap_viol_max_count: 0
  tool_warnings: 37
clock_network:
  post_cts_buffers: 0
  clockBufferDepth: 2
  cts.hold.buffers_added: 0
  ctsResizeCount: 0
  clock_sinks: 38
  clk_latency_ns: 0.29
  clockRootBuffer: "clkbuf_8"
  path_clk_slew_ns: 0.07
  cts_tree: "yes"
  cts_buffers: 5
  htree_levels: 2
pwr:
  power.density_nw_per_um2: 325
  leakage_nw: 1.51
  ir_worst_vdd_v: 0.000137
  finalPower_mw: 1.22
placement:
  post-place-ws_ns: 0.255
  place_congestion: 0.925
  port_buffers: 22
  dp_hpwl_mm: 6.39
global_routing:
  grt_max_degree: 20
  grt_pass1_wl_mm: 13.6
  grt_util_all_layers: 0.207
  grt_pass1_vias: 2662
  grt.overflow.total: 0
  antenna_found_initial: 0
final_layout:
  num-fill-cells: 778
  layout-drive-gt1-share: 0.0785
  syn2layout_area_growth_pct: 11.6
==> placed cells by master, fill, tap and decap left out, drive strengths merged, types with 17 or more instances in the layout <==
cell type / n
nand2: 33
a21oi: 17
o21ai: 30
edfxtp: 20
clkdlybuf4s50: 22
dfxtp: 18
nor2: 26
inv: 26
ha: 35
==> stage by stage <==
stage | hold slack (ns) | util | instances | instance area, um^2
3_5_place_dp | 0.467 | 0.446 | 492 | 3650
2_1_floorplan | 0.429 | - | 378 | 3350
4_1_cts | 0.480 | 0.457 | 500 | 3740
6_report | 0.478 | 0.457 | 500 | 3740
5_1_grt | 0.495 | 0.457 | 500 | 3740
3_3_place_gp | 0.468 | 0.446 | 492 | 3650
==> worst paths after layout <==
path	from	end	slack, ns
worst min-delay path	alu_t.M[2]	alu_t.M[2]	0.48
worst max-delay path	b[2]	alu_t.reg_o[3]	0.55
worst min register to register	alu_t.M[2]	alu_t.M[2]	0.48
worst max register to register	alu_t.reg_state[0]	alu_t.reg_o[8]	0.61
==> power breakdown <==
group          internal [mW]  switching, mW  leakage (nW)  total, mW
registers              0.550         0.0218         0.350      0.571
clock network          0.181          0.168        0.0455      0.350
logic                  0.128          0.166          1.11      0.295
total                  0.859          0.356          1.51       1.22
==> cells by family (layout without fill, tap and decap cells) <==
| group | Yosys count | in the layout | share of synthesized area |
|---|---|---|---|
| AND/OR/NAND/NOR | 117 | 117 | 0.192 |
| AND-OR/OR-AND | 106 | 106 | 0.217 |
| buffers and inverters | 50 | 67 | 0.0698 |
| adder cells (fa/ha/maj) | 40 | 40 | 0.161 |
| flip-flops | 38 | 38 | 0.287 |
| XOR/XNOR | 21 | 21 | 0.0549 |
| multiplexers | 6 | 6 | 0.0190 |
==> per-layer routing <==
| metal | GRT usage | routed length, um | part of all wire |
|---|---|---|---|
| met1 | 0.334 | 4180 | 0.50 |
| met2 | 0.312 | 3550 | 0.43 |
| met3 | 0.0281 | 432 | 0.052 |
| met4 | 0.0269 | 136 | 0.016 |
| met5 | 0 | 0 | 0 |
==> worst max-delay path, delay by kind of cell <==
family / cells / cell delay, ns
buffers and inverters: 3 / 0.79
AND-OR/OR-AND: 2 / 0.53
adder cells (fa/ha/maj): 1 / 0.41
XOR/XNOR: 1 / 0.12
AND/OR/NAND/NOR: 1 / 0.10
==> flip-flops by register name, summed over array words and instances, names as in the netlist <==
signal and count:
alu_t.reg_state 2, alu_t.reg_busy 1, alu_t.reg_calc_cnt 3, alu_t.reg_o 10, alu_t.reg_data1_ext 8, alu_t.reg_data2_ext 4
alu_t.M_comp 5, alu_t.M 5
==> final cells by class <==
class	count	area, um^2	area share
clock buffers	8	90.1	0.0241
repair buffers	33	303	0.0810
flip-flops and latches	38	961	0.257
inverters	26	97.6	0.0261
multi-input cells	290	2160	0.577
well taps	105	131	0.0351
Power is estimated from default activity; no workload was simulated.
